==> flow/design.v <==
module FSM_Controller #(parameter WIDTH = 8 , ALU_FUN_WD = 4)(
input    wire                  CLK,
input    wire                  RST,
input    wire                  Enable,
input    wire [WIDTH-1:0]      ALU_Config0,
input    wire [WIDTH-1:0]      ALU_Config1,
input    wire                  UART_Busy,
output   reg  [ALU_FUN_WD-1:0] ALU_FUN,
output   reg                   ALU_Enable,
output   reg                   CLKG_EN
);
parameter 	[4:0] 	IDLE = 5'b00000,
					CHK_ADD = 5'b00001,
					CHK_SUB = 5'b00010,
					CHK_MUL = 5'b00011,
					CHK_DIV = 5'b00100,
					CHK_AND = 5'b00101,
					CHK_OR = 5'b00110,
					CHK_NAND = 5'b00111,
					CHK_NOR = 5'b01000,
					CHK_XOR = 5'b01001,
					CHK_XNOR = 5'b01010,
					CHK_EQ = 5'b01011,
					CHK_GR = 5'b01100,
					CHK_LS = 5'b01101,
					CHK_SFT_R = 5'b01110,
					CHK_SFT_L = 5'b01111,
					CHK_NO_OP = 5'b10000,
					WAIT_BUSY = 5'b10001;
reg [4:0] 	next_state,
			current_state,
			temp_state;
always @(posedge CLK or negedge RST)
 begin
  if(!RST)
   begin
	current_state <= IDLE;
	temp_state <= IDLE;
   end
  else
   begin
	current_state <= next_state;
   end
 end
always @(*)
 begin
	CLKG_EN = 1'b1;
	ALU_FUN = 'b0000;
	ALU_Enable = 1'b0;
	case (current_state)
	IDLE	:	begin
					if (Enable)
						begin
							next_state = CHK_ADD;
						end
					else
						begin
							next_state = IDLE;
						end
				end
	CHK_ADD	:	begin
					if (ALU_Config0[0])
						begin
							ALU_Enable = 1'b1;
							ALU_FUN = 'd0;
							next_state = WAIT_BUSY;
							temp_state = CHK_SUB;
						end
					else 
						begin
							next_state = CHK_SUB;
							ALU_Enable = 0;
						end
				end				
	CHK_SUB	:	begin
					if (ALU_Config0[1])
						begin
							ALU_Enable = 1'b1;
							ALU_FUN = 'd1;
							next_state = WAIT_BUSY;
							temp_state = CHK_MUL;
						end
					else 
						begin
							next_state = CHK_MUL;
							ALU_Enable = 0;
						end
				end
	CHK_MUL	:	begin
					if (ALU_Config0[2])
						begin
							ALU_Enable = 1'b1;
							ALU_FUN = 'd2;
							next_state = WAIT_BUSY;
							temp_state = CHK_DIV;
						end
					else 
						begin
							next_state = CHK_DIV;
							ALU_Enable = 0;
						end
				end
	CHK_DIV	:	begin
					if (ALU_Config0[3])
						begin
							ALU_Enable = 1'b1;
							ALU_FUN = 'd3;
							next_state = WAIT_BUSY;
							temp_state = CHK_AND;
						end
					else 
						begin
							next_state = CHK_AND;
							ALU_Enable = 0;
						end
				end
	CHK_AND	:	begin
					if (ALU_Config0[4])
						begin
							ALU_Enable = 1'b1;
							ALU_FUN = 'd4;
							next_state = WAIT_BUSY;
							temp_state = CHK_OR;
						end
					else 
						begin
							next_state = CHK_OR;
							ALU_Enable = 0;
						end
				end
	CHK_OR	:	begin
					if (ALU_Config0[5])
						begin
							ALU_Enable = 1'b1;
							ALU_FUN = 'd5;
							next_state = WAIT_BUSY;
							temp_state = CHK_NAND;
						end
					else 
						begin
							next_state = CHK_NAND;
							ALU_Enable = 0;
						end
				end
	CHK_NAND:	begin
					if (ALU_Config0[6])
						begin
							ALU_Enable = 1'b1;
							ALU_FUN = 'd6;
							next_state = WAIT_BUSY;
							temp_state = CHK_NOR;
						end
					else 
						begin
							next_state = CHK_NOR;
							ALU_Enable = 0;
						end
				end
	CHK_NOR	:	begin
					if (ALU_Config0[7])
						begin
							ALU_Enable = 1'b1;
							ALU_FUN = 'd7;
							next_state = WAIT_BUSY;
							temp_state = CHK_XOR;
						end
					else 
						begin
							next_state = CHK_XOR;
							ALU_Enable = 0;
						end
				end
	CHK_XOR	:	begin
					if (ALU_Config1[0])
						begin
							ALU_Enable = 1'b1;
							ALU_FUN = 'd8;
							next_state = WAIT_BUSY;
							temp_state = CHK_XNOR;
						end
					else 
						begin
							next_state = CHK_XNOR;
							ALU_Enable = 0;
						end
				end
	CHK_XNOR:	begin
					if (ALU_Config1[1])
						begin
							ALU_Enable = 1'b1;
							ALU_FUN = 'd9;
							next_state = WAIT_BUSY;
							temp_state = CHK_EQ;
						end
					else 
						begin
							next_state = CHK_EQ;
							ALU_Enable = 0;
						end
				end
	CHK_EQ	:	begin
					if (ALU_Config1[2])
						begin
							ALU_Enable = 1'b1;
							ALU_FUN = 'd10;
							next_state = WAIT_BUSY;
							temp_state = CHK_GR;
						end
					else 
						begin
							next_state = CHK_GR;
							ALU_Enable = 0;
						end
				end
	CHK_GR	:	begin
					if (ALU_Config1[3])
						begin
							ALU_Enable = 1'b1;
							ALU_FUN = 'd11;
							next_state = WAIT_BUSY;
							temp_state = CHK_LS;
						end
					else 
						begin
							next_state = CHK_LS;
							ALU_Enable = 0;
						end
				end
	CHK_LS	:	begin
					if (ALU_Config1[4])
						begin
							ALU_Enable = 1'b1;
							ALU_FUN = 'd12;
							next_state = WAIT_BUSY;
							temp_state = CHK_SFT_R;
						end
					else 
						begin
							next_state = CHK_SFT_R;
							ALU_Enable = 0;
						end
				end
	CHK_SFT_R:	begin
					if (ALU_Config1[5])
						begin
							ALU_Enable = 1'b1;
							ALU_FUN = 'd13;
							next_state = WAIT_BUSY;
							temp_state = CHK_SFT_L;
						end
					else 
						begin
							next_state = CHK_SFT_L;
							ALU_Enable = 0;
						end
				end
	CHK_SFT_L:	begin
					if (ALU_Config1[6])
						begin
							ALU_Enable = 1'b1;
							ALU_FUN = 'd14;
							next_state = WAIT_BUSY;
							temp_state = CHK_NO_OP;
						end
					else 
						begin
							next_state = CHK_NO_OP;
							ALU_Enable = 0;
						end
				end
	CHK_NO_OP:	begin
					if (ALU_Config1[7])
						begin
							ALU_Enable = 1'b1;
							ALU_FUN = 'd15;
							next_state = WAIT_BUSY;
							temp_state = IDLE;
						end
					else 
						begin
							next_state = CHK_XNOR;
							ALU_Enable = 0;
						end
				end
	WAIT_BUSY:	begin
				 if(UART_Busy)
					begin
						next_state = WAIT_BUSY;
					end
				else
					begin
						next_state = temp_state;
					end
				end
	default	:	begin
					next_state = IDLE;
				end	
	endcase
 end
endmodule
==> flow/run.sh <==
#!/bin/bash
# OpenROAD 26Q1-2900-gdf79404cd8, Yosys 0.63+post, stock flow scripts
make -C /OpenROAD-flow-scripts/flow DESIGN_CONFIG=/design/flow/config.mk WORK_HOME=/design/flow/orfs finish
==> flow/config.mk <==
export PLATFORM = sky130hd
export DESIGN_NAME = FSM_Controller
export DESIGN_NICKNAME = FSM_Controller
export VERILOG_FILES = /design/flow/design.v
export SDC_FILE = /design/flow/constraint.sdc
export NUM_CORES = 4
export LEC_CHECK = 1
export CORE_AREA = 10 10 77 77
export DIE_AREA = 0 0 87 87
==> flow/constraint.sdc <==
current_design FSM_Controller

set clk_period 1.8
set clk_io_pct 0.2

create_clock -name clk0 -period $clk_period [get_ports {CLK}]

set non_clock_inputs [all_inputs -no_clocks]
set_input_delay [expr $clk_period * $clk_io_pct] -clock clk0 $non_clock_inputs
set_output_delay [expr $clk_period * $clk_io_pct] -clock clk0 [all_outputs]
==> results.ini <==
[final_timing]
post-route-period-util_pct=102
hold_slack_ps=400
setup_slack_ps=-33.0
skew_ps=3.74
period_needed_ps=1830
slew_viol_final=0
timing.final.hold_violations=0
fmax_mhz=546
grt_setup_unrepaired=yes
final.setup.tns_ps=-44.3
finalSetupViolations=2

[clock_tree]
clk_transition_reported_paths_ps=70
htree_depth=1
ctsRootBufferMaster=sky130_fd_sc_hd__clkbuf_8
cts_made_buffers=3
cts_tree=built
cts_max_path_buffers=2
cts-hold-fix-buffers=0
cts.sink_count=18
worst_skew_pair.late_latency_ps=250

[power]
p_int_w=0.000676
ir_drop_v=0.000270
combinationalPowerShare_pct=11.9
switching_power_w=0.000172
pwr_density_cell_mw_per_mm2=677
power.clock.fraction_pct=37.6
switching_share_pct=20.3
p_leak_nw=0.616
power.share.sequential_pct=50.5

[logic_synthesis]
yosys_register_bits=18
yosys.cell_types.count=20
syn_inst=63
chip_area_yosys_sq_um=754
avgSynthCellArea_sq_um=12.0
number_of_synthesis_warnings=11
synth_stat.cells=63
synth_sequential_area_ratio_pct=59.9
netlist_area_sq_um=754

[route]
post-route-drc-count=0
detail_route.vias_per_cell=3.89
wl_per_cell_um=12.4
drt-initial-drc-count=19
postRouteWirelength_um=2020
antenna_left=0
dr_total_vias=634
route.antenna.diode_count=0
dr.pass1.iters=4

[floorplanning]
die_area_sq_mm=0.00757
io_pins=26
fp-row-count=24
fp_util_pct=17.3
dieHeight_um=87
dieWidth_um=87
fp.coreArea_sq_mm=0.00435

[global_routing]
grt-ovfl-total=0
grtUsageTotal_pct=5.76
number_of_antenna_violations_at_the_first_check_in_global_routing=0
grt_pass1_vias=743
grt_pass1_wl_um=3520
grt_start_max_net_pins=11

[layout]
synthToLayoutAreaGrowth_pct=66.2
layout.cells.most_common=sky130_fd_sc_hd__buf_4
fillerInstances=430
final_layout_size_suffix_gt1_share_pct=35.1
registers.top_by_ff_count=current_state
finish.cell_count_without_fillers=163
reg_top3=current_state x18
lay_top_cells=21 x sky130_fd_sc_hd__buf_4, 17 x sky130_fd_sc_hd__dfrtp_1, 14 x sky130_fd_sc_hd__nor2b_1
final_instance_area_sq_mm=0.00125
largest_reg_flops=18

[job]
stage_log_warnings=27
max-cap-violations=0

[placed_design]
detailedPlace.worstSlack_ps=-465
placement.cell_area_sq_mm=0.00116
placed_cells_incl_taps=152
gpl.final_weighted_congestion=0.817
total_of_buffers_placed_on_input_and_output_ports=24
dp_hpwl_um=1630

[setup_path]
end_kind=output pin
worst-endpoint-required_ps=1440
timing.critical_path.fanout_max=2
worst_setup_path_start_kind=input pin
critPathArrivalTime_ps=1470
worst-setup-path-type=input pin to output pin

[outcome]
run_status=finished with violations
failed_checks=negative setup slack

[hold_path]
min-delay-path-class=input pin to flip-flop

## routing by layer
metal / share of wire, % / track usage, %
met1: 47 / 7.98
met2: 48 / 8.99
met3: 4.6 / 1.70
met4: 0.25 / 0.589
met5: 0 / 0
## metrics by stage
step	utilization, %	total power (W)
after CTS	28.8	0.000859
after global routing	28.8	0.000896
after detailed placement	26.6	0.000547
after global placement	26.6	0.000547
after floorplan	-	0.000457
final	28.8	0.000848
## critical path, stage by stage
cell	delay, ps
sky130_fd_sc_hd__clkdlybuf4s50_1	460
sky130_fd_sc_hd__a221oi_2	270
sky130_fd_sc_hd__buf_4	160
sky130_fd_sc_hd__nand4_1	80
sky130_fd_sc_hd__buf_2	130
## cell type report
type | count | area, sq um | share of cell area [%]
well taps | 52 | 65.1 | 5.19
clock buffers | 4 | 55.1 | 4.39
repair buffers | 45 | 358 | 28.5
multi-input cells | 39 | 305 | 24.4
flip-flops and latches | 18 | 452 | 36.0
inverters | 5 | 18.8 | 1.50
## synthesized netlist by cell type
| library cell | number | area, sq um |
|---|---|---|
| sky130_fd_sc_hd__nor2_1 | 1 | 3.75 |
| sky130_fd_sc_hd__nand4bb_1 | 1 | 11.3 |
| sky130_fd_sc_hd__dfstp_2 | 1 | 26.3 |
| sky130_fd_sc_hd__a221oi_2 | 1 | 15.0 |
| sky130_fd_sc_hd__a22o_1 | 3 | 26.3 |
| sky130_fd_sc_hd__nand2_1 | 1 | 3.75 |
| sky130_fd_sc_hd__nor2b_1 | 14 | 87.6 |
| sky130_fd_sc_hd__a22oi_2 | 1 | 12.5 |
| sky130_fd_sc_hd__o22ai_1 | 2 | 12.5 |
| sky130_fd_sc_hd__conb_1 | 1 | 3.75 |
| sky130_fd_sc_hd__a221oi_1 | 1 | 8.76 |
| sky130_fd_sc_hd__a22oi_1 | 6 | 45.0 |
| sky130_fd_sc_hd__nand4_1 | 1 | 6.26 |
| sky130_fd_sc_hd__inv_1 | 5 | 18.8 |
| sky130_fd_sc_hd__and4b_1 | 1 | 10.0 |
| sky130_fd_sc_hd__nand3b_1 | 1 | 7.51 |
| sky130_fd_sc_hd__buf_4 | 1 | 7.51 |
| sky130_fd_sc_hd__dfrtp_1 | 17 | 425 |
| sky130_fd_sc_hd__and2_1 | 2 | 12.5 |
| sky130_fd_sc_hd__nand3_1 | 2 | 10.0 |
## power groups by stage
stage | clock, W | sequential, W | combinational, W
final | 0.000319 | 0.000428 | 0.000101
after global routing | 0.000353 | 0.000430 | 0.000114
after CTS | 0.000328 | 0.000428 | 0.000103
## cell families (layout without fill, tap and decap cells)
family	Yosys count	count (layout)	synth area share, %
compound gates	14	14	15.9
buf+inv	6	54	3.48
flops	18	18	59.9
other cells	1	1	0.497
simple gates	24	24	20.2
## timing repair
action                     4_1_cts  5_1_grt
setup endpoints to repair        5        5
gates resized                   30        5
buffers inserted                 6        1
pin swaps                       12        3
gates cloned                     0        0
## path summary, 6_finish.rpt
kind / start / to / slack, ps / depth (start not counted)
setup / recovery: ALU_Config1[0] / ALU_Enable / -30 / 5
hold / removal: ALU_Config1[2] / current_state[4]$_DFF_PN0_ / 400 / 2
setup reg to reg: current_state[1]$_DFF_PN0_ / current_state[10]$_DFF_PN0_ / 460 / 5
hold reg to reg: current_state[0]$_DFF_PN1_ / current_state[0]$_DFF_PN1_ / 480 / 2
max in group asynchronous: RST / current_state[16]$_DFF_PN0_ / 880 / 2
min in group asynchronous: RST / current_state[15]$_DFF_PN0_ / 430 / 1
Power figures rest on the tool's default switching activity, not on a simulated workload.
