<file path="flow/config.mk">
export PLATFORM = sky130hd
export DESIGN_NAME = ALU
export DESIGN_NICKNAME = ALU
export VERILOG_FILES = /design/flow/design.v
export SDC_FILE = /design/flow/constraint.sdc
export NUM_CORES = 4
export LEC_CHECK = 1
export CORE_UTILIZATION = 50
</file>
<file path="flow/constraint.sdc">
current_design ALU

set clk_period 1.0
set clk_io_pct 0.2

create_clock -name clk0 -period $clk_period [get_ports {CLK}]

set non_clock_inputs [all_inputs -no_clocks]
set_input_delay [expr $clk_period * $clk_io_pct] -clock clk0 $non_clock_inputs
set_output_delay [expr $clk_period * $clk_io_pct] -clock clk0 [all_outputs]
</file>
<file path="flow/design.v">
module ALU # ( parameter DATA_WIDTH = 8 , 
               parameter FUN_WIDTH = 4
) 
 (
  input wire [DATA_WIDTH-1:0]  A, B,
  input wire [FUN_WIDTH-1:0]   ALU_FUN,
  input wire                   CLK,
  input wire                   RST,
  input wire                   Enable,
  output reg [DATA_WIDTH-1:0]  ALU_OUT,
  output reg                   OUT_VALID
);
  reg   [DATA_WIDTH-1:0]  ALU_OUT_Comb;
  reg                     OUT_VALID_Comb;
always @(posedge CLK or negedge RST)
 begin
  if(!RST)
   begin
    ALU_OUT <= 'b0 ;
    OUT_VALID <= 'b0 ;
   end
  else
   begin
    ALU_OUT <= ALU_OUT_Comb;
    OUT_VALID <= OUT_VALID_Comb;
   end
 end  
always @(*)
 begin
  if(Enable)
   begin
     OUT_VALID_Comb = 1'b1 ;
     ALU_OUT_Comb = 1'b0 ;
    case (ALU_FUN) 
    4'b0000: begin
               ALU_OUT_Comb = A+B;
              end
    4'b0001: begin
               ALU_OUT_Comb = A-B;
              end
    4'b0010: begin
               ALU_OUT_Comb = A*B;
              end
    4'b0011: begin
               ALU_OUT_Comb = A/B;
              end
    4'b0100: begin
               ALU_OUT_Comb = A & B;
              end
    4'b0101: begin
               ALU_OUT_Comb = A | B;
              end
    4'b0110: begin
               ALU_OUT_Comb = ~ (A & B);
              end
    4'b0111: begin
               ALU_OUT_Comb = ~ (A | B);
              end     
    4'b1000: begin
               ALU_OUT_Comb =  (A ^ B);
              end
    4'b1001: begin
               ALU_OUT_Comb = ~ (A ^ B);
              end           
    4'b1010: begin
              if (A==B)
                 ALU_OUT_Comb = 16'b1;
              else
                 ALU_OUT_Comb = 16'b0;
              end
    4'b1011: begin
               if (A>B)
                 ALU_OUT_Comb = 16'b1;
               else
                 ALU_OUT_Comb = 16'b0;
              end 
    4'b1100: begin
               if (A<B)
                 ALU_OUT_Comb = 16'b11;
               else
                 ALU_OUT_Comb = 16'b0;
              end     
    4'b1101: begin
              ALU_OUT_Comb = A>>1;
             end
    4'b1110: begin 
              ALU_OUT_Comb = A<<1;
             end
    default: begin
	       OUT_VALID_Comb = 1'b1 ;
               ALU_OUT_Comb = 16'b0;
             end
    endcase
   end
  else
   begin
    OUT_VALID_Comb = 1'b0 ;
    ALU_OUT_Comb = 16'b0;
   end
 end
endmodule
</file>
<file path="flow/run.sh">
#!/bin/bash
# OpenROAD 26Q1-2900-gdf79404cd8, Yosys 0.63+post, stock flow scripts
make -C /OpenROAD-flow-scripts/flow DESIGN_CONFIG=/design/flow/config.mk WORK_HOME=/design/flow/orfs finish
</file>
==> results.sh <==
# flow metrics
export IMPL_ys_cells=596
export IMPL_root_buffer="clkbuf_8"
export IMPL_haltStage="5_1_grt"
export IMPL_dp_cells=927
export IMPL_grt_max_degree=25
export IMPL_clockBufferDepth=2
export IMPL_first_error="[ERROR GRT-0232] Routing congestion too high. Check the congestion heatmap in the GUI."
export IMPL_syn_area_per_cell_sq_um=7.51
export IMPL_chipWidth_microns=96.6
export IMPL_compound_area_frac=0.277
export IMPL_yosys_cell_types_count=76
export IMPL_top_logic_kind="adder cells"
export IMPL_clock_sinks=9
export IMPL_core_rowCount=34
export IMPL_yosysWarnings=1
export IMPL_dp_slack_ps=-8610
export IMPL_grt_worst_setup_endpoint="ALU_OUT[0]$_DFF_PN0_/D"
export IMPL_fa_ha_area_frac=0.284
export IMPL_hpwl_mm=13.6
export IMPL_mux_area_frac=0.0403
export IMPL_ctsHoldBuffers=0
export IMPL_cts_htree_levels=1
export IMPL_ios=32
export IMPL_synth_edff_count=0
export IMPL_fp_util=0.515
export IMPL_outcome="stopped before the end"
export IMPL_netlist_top_cell_by_area="ha_1"
export IMPL_ys_chip_area_sq_um=4470
export IMPL_ys_seq_share=0.0503
export IMPL_xor_share=0.0649
export IMPL_ys_flops=9
export IMPL_worst_ep_kind="register data pin"
export IMPL_die_h_microns=96.6
export IMPL_gp_congestion=1.00
export IMPL_top_area_frac=0.221
export IMPL_syn_inst=596
export IMPL_synthTopCellsByArea="ha_1 (22%), fa_1 (6.3%), dfrtp_1 (5.0%), nand2_1 (4.9%), inv_1 (4.3%)"
export IMPL_ys_async_sr_fraction=1.00
export IMPL_flop_cell="dfrtp_1"
export IMPL_synthesis_area_sq_um=4470
export IMPL_portBuffers=31
export IMPL_cts_made_buffers=3
export IMPL_synthSimpleGateAreaFrac=0.218
cells by family after synthesis:
| kind of cell | count (synthesis) |
|---|---|
| AND/OR/NAND/NOR | 198 |
| flip-flops | 9 |
| AND-OR/OR-AND | 172 |
| multiplexers | 16 |
| adder cells (fa/ha/maj) | 93 |
| buffers and inverters | 78 |
| XOR/XNOR | 30 |
what timing repair did:
| item | in CTS |
|---|---|
| buffers inserted | 50 |
| gates cloned | 1 |
| pin swaps | 43 |
| hold endpoints to repair | 0 |
| setup endpoints to repair | 17 |
| resized | 136 |
cell usage after synthesis, types with 11 or more instances:
master / number
nor3_1: 15
fa_1: 14
o21a_1: 12
a21oi_1: 34
a31oi_1: 12
xor2_1: 11
clkbuf_1: 20
nand2_1: 58
inv_1: 51
nor2_1: 50
nand2b_1: 12
o21ai_0: 26
ha_1: 79
xnor2_1: 17
per-stage QoR:
stage | hold WS (ps) | instance area, sq um
floorplan | -95.6 | 4660
global placement | 511 | 6610
detailed placement | 516 | 6610
CTS | 272 | 7380
