--- flow/config.mk ---
export PLATFORM = sky130hd
export DESIGN_NAME = RegFile
export DESIGN_NICKNAME = RegFile
export VERILOG_FILES = /design/flow/design.v
export SDC_FILE = /design/flow/constraint.sdc
export NUM_CORES = 4
export LEC_CHECK = 1
export CORE_UTILIZATION = 50
--- flow/constraint.sdc ---
current_design RegFile

set clk_period 2.0
set clk_io_pct 0.2

create_clock -name clk0 -period $clk_period [get_ports {CLK}]

set non_clock_inputs [all_inputs -no_clocks]
set_input_delay [expr $clk_period * $clk_io_pct] -clock clk0 $non_clock_inputs
set_output_delay [expr $clk_period * $clk_io_pct] -clock clk0 [all_outputs]
--- flow/design.v ---
module RegFile #(parameter WIDTH = 8, DEPTH = 16, ADDR = 4 )
(
input    wire                CLK,
input    wire                RST,
input    wire                WrEn,
input    wire                RdEn,
input    wire   [ADDR-1:0]   Address,
input    wire   [WIDTH-1:0]  WrData,
output   reg    [WIDTH-1:0]  RdData,
output   wire   [WIDTH-1:0]  REG0,
output   wire   [WIDTH-1:0]  REG1,
output   wire   [WIDTH-1:0]  REG2,
output   wire   [WIDTH-1:0]  REG3,
output   wire   [WIDTH-1:0]  REG4,
output   wire   [WIDTH-1:0]  REG5
);
integer I ; 
reg [WIDTH-1:0] regArr [DEPTH-1:0] ;    
always @(posedge CLK or negedge RST)
 begin
   if(!RST)   
    begin
      for (I=0 ; I < DEPTH ; I = I +1)
        begin
          regArr[I] <= 0 ;
        end
     end
   else if (WrEn && !RdEn)  
     begin
      regArr[Address] <= WrData ;
     end
   else if (RdEn && !WrEn)  
     begin    
       RdData <= regArr[Address] ;
     end        
  end
assign REG0 = regArr[0] ;
assign REG1 = regArr[1] ;
assign REG2 = regArr[2] ;
assign REG3 = regArr[3] ;
assign REG4 = regArr[4] ;
assign REG5 = regArr[5] ;
endmodule
--- flow/run.sh ---
#!/bin/bash
# OpenROAD 26Q1-2900-gdf79404cd8, Yosys 0.63+post, stock flow scripts
make -C /OpenROAD-flow-scripts/flow DESIGN_CONFIG=/design/flow/config.mk WORK_HOME=/design/flow/orfs finish
==> run_summary.xml <==
<?xml version="1.0" encoding="UTF-8"?>
<metrics>
  <group name="logic_synthesis">
    <metric name="yosys.cell_types.count" unit="">54</metric>
    <metric name="yosys_warnings" unit="">2</metric>
    <metric name="synth_area" unit="um^2">6420</metric>
    <metric name="edf_count" unit="">8</metric>
    <metric name="synth.ff_latch_count" unit="">136</metric>
    <metric name="synth_seq_share" unit="">0.536</metric>
    <metric name="postSynthAreaPerCell" unit="um^2">12.9</metric>
    <metric name="yosys_stat_cell_total" unit="">497</metric>
    <metric name="ys_chip_area" unit="um^2">6420</metric>
    <metric name="synthArstFlopShare" unit="">0.941</metric>
    <metric name="post_synth_inst_count" unit="">497</metric>
    <metric name="ys.flop_type" unit="">sky130_fd_sc_hd__dfrtp_1</metric>
  </group>
  <group name="cts">
    <metric name="cts.hold.buffers_added" unit="">0</metric>
    <metric name="clock_sinks" unit="">136</metric>
    <metric name="worst_skew_pair_latency" unit="ns">0.41</metric>
    <metric name="cts-root-to-sink-buffers" unit="">2</metric>
    <metric name="clk_root_buffer_cell" unit="">sky130_fd_sc_hd__clkbuf_16</metric>
    <metric name="cts.htree.levels" unit="">4</metric>
    <metric name="cts_tree" unit="">yes</metric>
    <metric name="cts_buffers" unit="">17</metric>
    <metric name="clk_pin_slew_worst_paths" unit="ns">0.06</metric>
    <metric name="post_cts.repair.setup_buffers" unit="">0</metric>
  </group>
  <group name="final_timing">
    <metric name="timing.final.setup_violations" unit="">0</metric>
    <metric name="period_used_share" unit="">0.927</metric>
    <metric name="timing.slew.headroom" unit="">0.507</metric>
    <metric name="clock.fmax" unit="MHz">539</metric>
    <metric name="rsz0062_at_grt" unit="">false</metric>
    <metric name="fin_crit" unit="ns">1.85</metric>
    <metric name="final.setup.worst_slack" unit="ns">0.146</metric>
    <metric name="final-max-slew-violation-count" unit="">0</metric>
    <metric name="tightest_slew" unit="ns">0.740</metric>
    <metric name="timing.final.hold_violations" unit="">0</metric>
    <metric name="clk_skew" unit="ns">0.00721</metric>
  </group>
  <group name="placement">
    <metric name="routabilityCongestion" unit="">0.873</metric>
    <metric name="dpl_worst_slack" unit="ns">-0.431</metric>
    <metric name="numPortBuffers" unit="">71</metric>
    <metric name="placed_cells" unit="">790</metric>
    <metric name="post_dp_cell_area" unit="um^2">7880</metric>
    <metric name="post-dp-hpwl" unit="um">12300</metric>
  </group>
  <group name="global_routing">
    <metric name="grtUsageTotal" unit="">0.295</metric>
    <metric name="first_global_vias" unit="">4690</metric>
    <metric name="globalRoute.totalOverflow" unit="">0</metric>
    <metric name="initial_antenna_violation_count" unit="">0</metric>
    <metric name="largest_net_degree_at_the_start_of_global_routing" unit="">129</metric>
    <metric name="grt_first_pass_wirelength" unit="um">27300</metric>
  </group>
  <group name="power">
    <metric name="powerDensity" unit="nW/um^2">982</metric>
    <metric name="cellLeakagePower" unit="nW">3.82</metric>
    <metric name="post-layout-total-power" unit="mW">8.45</metric>
    <metric name="irDropWorstVdd" unit="mV">0.896</metric>
  </group>
  <group name="floorplan">
    <metric name="fp.dieArea" unit="um^2">13300</metric>
    <metric name="initial_core_util" unit="">0.511</metric>
    <metric name="floorplan.die.width" unit="um">115</metric>
    <metric name="io-pin-count" unit="">72</metric>
    <metric name="core" unit="um^2">12600</metric>
    <metric name="row_count" unit="">41</metric>
    <metric name="dieHeight" unit="um">115</metric>
  </group>
  <group name="setup_path">
    <metric name="timing_worst_setup_path_type" unit="">in2reg</metric>
    <metric name="cp-end-kind" unit="">flip-flop</metric>
    <metric name="critPathLaunchType" unit="">input port</metric>
    <metric name="r2r_cells" unit="">4</metric>
    <metric name="crit_fanout" unit="">8</metric>
    <metric name="worstPathCellList" unit="">clkdlybuf4s50_1, nand2b_1, or2_0, nor3b_4, buf_12, mux2_2</metric>
    <metric name="critPathTopFamily" unit="">simple AND/OR/NAND/NOR gates</metric>
    <metric name="worst_ep_required_time" unit="ns">2.29</metric>
    <metric name="worstPathBufferInverterCount" unit="">2</metric>
    <metric name="worst_flop_to_flop_path_startpoint" unit="">regArr[3][5]</metric>
    <metric name="endpoint_of_the_worst_register_to_register_path" unit="">RdData[5]</metric>
    <metric name="worst-r2r-setup-slack" unit="ns">0.27</metric>
    <metric name="critical_path_max_stage_delay" unit="ns">0.43</metric>
    <metric name="cp.arrival" unit="ns">2.15</metric>
    <metric name="cpMaxStageDelayCell" unit="">sky130_fd_sc_hd__clkdlybuf4s50_1</metric>
  </group>
  <group name="detailed_routing">
    <metric name="final_antenna_net_count" unit="">0</metric>
    <metric name="drt_wl_total" unit="um">17700</metric>
    <metric name="num_vias" unit="">4746</metric>
    <metric name="n_antenna_cell" unit="">0</metric>
    <metric name="number_of_design_rule_violations_left_after_detail_routing" unit="">0</metric>
    <metric name="drtPass1Iterations" unit="">5</metric>
    <metric name="first_iter_violations" unit="">317</metric>
    <metric name="avgViaCountPerCell" unit="">5.75</metric>
    <metric name="average_wire_per_cell_in_the_routed_design" unit="um">21.5</metric>
  </group>
  <group name="worst_hold_path">
    <metric name="hold_path.class" unit="">in2async</metric>
  </group>
  <group name="flow_run">
    <metric name="warning_count" unit="">28</metric>
    <metric name="timing.max_cap.violations" unit="">0</metric>
  </group>
  <group name="cells_and_area">
    <metric name="final_standard_cell_count_with_taps_included_and_fillers_excluded" unit="">825</metric>
    <metric name="area.growth.synth_to_final" unit="%">34.0</metric>
    <metric name="lay_top_count" unit="">sky130_fd_sc_hd__mux2_2</metric>
    <metric name="filler_cell_count" unit="">912</metric>
    <metric name="layout_cell_share_with_drive_strength_beyond_1" unit="">0.410</metric>
    <metric name="lay_top_cells" unit="">sky130_fd_sc_hd__mux2_2 (131), sky130_fd_sc_hd__dfrtp_1 (128), sky130_fd_sc_hd__buf_4 (73), sky130_fd_sc_hd__clkdlybuf4s50_1 (66), sky130_fd_sc_hd__clkbuf_16 (17)</metric>
    <metric name="finalInstanceArea" unit="um^2">8600</metric>
  </group>
  <group name="run_status">
    <metric name="outcome" unit="">completed</metric>
  </group>
</metrics>
final cells by class:
cell class / count / area (um^2) / share of cell area
well taps: 172 / 215 / 0.0250
repair buffers: 156 / 1430 / 0.166
clock inverters: 13 / 193 / 0.0224
multi-input cells: 318 / 2840 / 0.330
inverters: 11 / 41.3 / 0.00480
clock buffers: 19 / 443 / 0.0515
flip-flops and latches: 136 / 3440 / 0.400
repair_timing:
item | 4_1_cts | 5_1_grt
pin swaps | 0 | 2
gates cloned | 0 | 3
gates resized | 1 | 20
setup endpoints to repair | 1 | 51
through the flow:
stage / TNS (ns) / util / hold slack (ns)
6_report: 0 / 0.685 / 0.0600
5_1_grt: 0 / 0.685 / 0.174
4_1_cts: 0 / 0.678 / 0.151
3_5_place_dp: -41.85 / 0.627 / 0.490
3_3_place_gp: -39.53 / 0.627 / 0.484
2_1_floorplan: 0 / - / 0.104
state kept, by name, summed over array words and instances (netlist names):
| signal | cells |
|---|---|
| regArr | 128 |
| RdData | 8 |
worst max path at each step:
stage | startpoint | endpoint | slack, ns | cells past startpoint
final | RdEn | regArr[14][5] | 0.15 | 6
after global routing | RdEn | regArr[14][2] | 0.1 | 6
after CTS | Address[2] | regArr[7][1] | 0.02 | 8
Yosys cell counts, drive strengths merged (6+ instances only):
| library cell | n | area [um^2] |
|---|---|---|
| nor2b | 6 | 37.5 |
| mux2 | 131 | 1480 |
| nand3b | 14 | 105 |
| nor3 | 7 | 46.3 |
| clkbuf | 13 | 48.8 |
| mux2i | 15 | 150 |
| o21ai | 8 | 40.0 |
| a21oi | 12 | 60.1 |
| nor3b | 6 | 61.3 |
| inv | 11 | 41.3 |
| a21boi | 6 | 45.0 |
| buf | 19 | 108 |
| edfxtp | 8 | 240 |
| nor2 | 19 | 83.8 |
| a22o | 6 | 52.6 |
| dfrtp | 128 | 3200 |
| a22oi | 9 | 67.6 |
| nand2 | 16 | 62.6 |
routing by layer:
layer	GRT usage	routed length (um)
met4	0.0260	131
met1	0.507	8480
met2	0.409	7690
met3	0.0820	1440
met5	0	0
cells by family after synthesis:
family,Yosys count,synth area share
buffers and inverters,43,0.0308
and+or+nand+nor,96,0.0937
muxes,146,0.253
DFF,136,0.536
AOI/OAI and AO/OA,76,0.0865
report_power, final:
group          switching [mW]  internal, mW
Combinational           0.498         0.953
Sequential              0.366          3.29
Clock                    1.21          2.13
Total                    2.07          6.38
Power figures rest on the tool's default switching activity, not on a simulated workload.
